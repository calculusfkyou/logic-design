### /design/flow/config.mk
export PLATFORM = sky130hd
export DESIGN_NAME = up_down_counter_4bit
export DESIGN_NICKNAME = up_down_counter_4bit
export VERILOG_FILES = /design/flow/design.v
export SDC_FILE = /design/flow/constraint.sdc
export NUM_CORES = 4
export LEC_CHECK = 1
export CORE_AREA = 10 10 70 70
export DIE_AREA = 0 0 80 80
### /design/flow/constraint.sdc
current_design up_down_counter_4bit

set clk_period 1.6
set clk_io_pct 0.2

create_clock -name clk0 -period $clk_period [get_ports {clk}]

set non_clock_inputs [all_inputs -no_clocks]
set_input_delay [expr $clk_period * $clk_io_pct] -clock clk0 $non_clock_inputs
set_output_delay [expr $clk_period * $clk_io_pct] -clock clk0 [all_outputs]
### /design/flow/design.v
module T_flip_flop(Q,t,clk,rst);
	output reg Q;
	input t,clk,rst;
	always@(posedge clk,negedge rst)
		if(rst==0) Q<=0;
		else Q<=(Q^t);
endmodule
module up_down_counter_4bit(
	output [3:0]A,
	input clear_b,clk,up,down
	);
	wire w1,w2,w3,w4,w5,w6,w7,t0,t1,t2,t3;
	assign w1=(~up)&down,
		w2=(~A[0])&w1,
		w3=A[0]&up,
		w4=w2&(~A[1]),
		w5=w3&A[1],
		w6=w4&(~A[2]),
		w7=w5&A[2],
		t0=up|w1,
		t1=w2|w3,
		t2=w4|w5,
		t3=w6|w7;
	T_flip_flop T0(A[0],t0,clk,clear_b);
	T_flip_flop T1(A[1],t1,clk,clear_b);
	T_flip_flop T2(A[2],t2,clk,clear_b);
	T_flip_flop T3(A[3],t3,clk,clear_b);
endmodule
### /design/flow/run.sh
#!/bin/bash
# OpenROAD 26Q1-2900-gdf79404cd8, Yosys 0.63+post, stock flow scripts
make -C /OpenROAD-flow-scripts/flow DESIGN_CONFIG=/design/flow/config.mk WORK_HOME=/design/flow/orfs finish
==> impl_report.txt <==
PHYSICAL IMPLEMENTATION REPORT
----------------------------------------------------
[Drt]
  Routed WL per cell ........................ 6.71 microns
  Remaining number of nets flagged by the antenna check after routing ........................ 0
  Wirelength, routed ........................ 483 microns
  Residual DRC count ........................ 0
  Count of routing violations after the opening detailed-route iteration ........................ 5
  Via total after detailed routing ........................ 160
  Average vias per placed instance ........................ 2.22
  TritonRoute pass-1 iters ........................ 2
  Ant. Diodes ........................ 0

[Power and ir drop]
  Power per cell area ........................ 1600 nW/um^2
  Final Total Pwr ........................ 0.546 mW
  Leakage power summed over all cells ........................ 0.129 nW
  Largest voltage drop on the vdd net ........................ 0.271 mV

[Yosys]
  Commonest flop ........................ sky130_fd_sc_hd__dfrtp_1
  Post-synthesis cell type count ........................ 11
  Synth Seq Share ........................ 47.6%
  Cell count listed in synth_stat.txt ........................ 19
  Cell types occupying the most area after synthesis ........................ sky130_fd_sc_hd__dfrtp_1 (48%), sky130_fd_sc_hd__buf_4 (14%), sky130_fd_sc_hd__xnor2_1 (8.3%)
  Post-Synthesis Cells ........................ 19
  Average instance area after synthesis ........................ 11.1 sq um
  Cell type with the highest aggregate area in the netlist ........................ sky130_fd_sc_hd__dfrtp_1
  Flip-flops with a built-in enable ........................ 0
  Async set or reset register ratio after synthesis ........................ 100%
  Leading post-synthesis cells by instance count ........................ sky130_fd_sc_hd__buf_4 (4), sky130_fd_sc_hd__dfrtp_1 (4), sky130_fd_sc_hd__xnor2_1 (2), sky130_fd_sc_hd__xor2_1 (2)
  Yosys top cell area share ........................ 47.6%
  Number of warnings reported in the yosys synthesis log ........................ 1
  Synth flops ........................ 4
  Chip area estimate from yosys synthesis ........................ 210 sq um
  Post-synthesis cell area ........................ 210 sq um

[GRT]
  Global-route layer with the greatest usage ........................ met3
  Total track usage ........................ 1.83%
  Met2 GRT Util ........................ 1.61%
  Antenna violations before repair ........................ 0
  Global Route met1 Usage ........................ 2.27%
  Total congestion overflow ........................ 0
  Routing usage on met3 ........................ 2.50%
  Largest net degree at the start of global routing ........................ 7
  Number of global-route vias before repair ........................ 170
  Global-route wire length before repair ........................ 890 microns

[Setup path]
  Number of buffers and inverters on the critical path ........................ 1
  Cell Chain, Critical Path ........................ clkdlybuf4s50_1
  Required time of the critical path ........................ 1280 ps
  Worst reg-to-reg setup slack ........................ 230 ps
  Top fanout value on the critical path ........................ 6
  Startpoint class of the critical path ........................ flip-flop
  CP max-delay cell ........................ sky130_fd_sc_hd__clkdlybuf4s50_1
  Arrival @ worst endpoint ........................ 1200 ps
  Startpoint-to-endpoint class of the critical path ........................ flip-flop to primary output
  CP max stage delay ........................ 520 ps
  Critical Path Sink Type ........................ primary output
  Worst path top cell family by delay ........................ buffers and inverters

[Placed design]
  Number of placed instances, taps included ........................ 69
  Weighted congestion reported at the end of routability-driven placement ........................ 0.725
  Number of buffer cells added on primary ports ........................ 7
  Area after detailed placement ........................ 315 sq um

[Timing]
  Final Hold Violating Endpoints ........................ 0
  RSZ-0062 raised after global routing ........................ false
  Max-slew headroom ........................ 88.3%
  Final number of max-transition violations ........................ 0
  Largest clock skew in the final design ........................ 0.211 ps
  Ratio of final minimum period to clock period ........................ 95.2%
  Min Clock Period, post-route ........................ 1520 ps
  Slew at the pin with the worst max-slew slack ........................ 171 ps
  Endpoints failing setup ........................ 0
  Timing-limited maximum frequency ........................ 657 MHz

[Status]
  Result of the run ........................ complete, no violations

[Clock tree]
  Post-CTS clock slew at the launch and capture registers of the worst setup and hold paths ........................ 40 ps
  Worst-case clock buffer depth ........................ 2
  CTS tree ........................ done
  Clk Latency, worst-skew pair ........................ 240 ps
  CTS Hold Bufs ........................ 0
  Sinks on Clock Net ........................ 4
  H-Tree Level Count ........................ 1
  Cell at the root of the clock tree ........................ sky130_fd_sc_hd__clkbuf_4
  CTS resizes ........................ 0
  Post-CTS setup buffers ........................ 0
  Number of clock buffers inserted by TritonCTS ........................ 3

[Floorplan]
  DIE HEIGHT ........................ 80 microns
  Area of the core ........................ 3420 sq um
  I/O pin total ........................ 8
  Floorplan row count ........................ 21
  Die X-Extent ........................ 80 microns
  Total die area ........................ 6400 sq um
  Initial core utilization ........................ 6.15%

[Final layout]
  Cell area after layout ........................ 342 sq um
  Layout cells sized above 1 ........................ 19.2%
  P&R area growth vs syn ........................ 62.5%
  Layout Cells excl Fill ........................ 72
  Total of fill cells in the finished design ........................ 399

[Worst hold path]
  Min-delay worst type ........................ input port to asynchronous set/reset pin

[Run]
  Max-capacitance violation count ........................ 0
  Count of tool warnings ........................ 25

----------------------------------------------------
## metal layers
| layer | part of all wire (%) | wire length, microns |
|---|---|---|
| met5 | 0 | 0 |
| met4 | 2.3 | 11 |
| met3 | 31 | 151 |
| met2 | 21 | 103 |
| met1 | 45 | 217 |
## path summary, 6_finish.rpt
check,from,to,cells after the start
worst max-delay path,T0.Q,A[0],1
worst min-delay path,clear_b,T1.Q,1
worst max register to register,T1.Q,T3.Q,3
worst min register to register,T3.Q,T3.Q,1
max in group asynchronous,clear_b,T2.Q,1
min in group clk0,T3.Q,T3.Q,1
## layout make-up
type | instances | area (sq um) | area share, %
clock buffers | 3 | 22.5 | 6.59
flip-flops and latches | 4 | 100 | 29.3
repair buffers | 8 | 77.6 | 22.7
multi-input cells | 11 | 83.8 | 24.5
well taps | 46 | 57.6 | 16.8
## flip-flops by register name (all words and copies together) (netlist names)
| signal | count |
|---|---|
| T3.Q | 1 |
| T0.Q | 1 |
| T2.Q | 1 |
| T1.Q | 1 |
## where the power goes
| part | internal (mW) | switching [mW] |
|---|---|---|
| logic | 0.148 | 0.0464 |
| clock network | 0.0842 | 0.0468 |
| registers | 0.157 | 0.0638 |
## metrics by stage
step | utilization [%] | setup WS (ps) | TNS [ps] | hold slack (ps)
2_1_floorplan | - | 303 | 0 | 24.4
6_report | 10.0 | 76.9 | 0 | 273
3_3_place_gp | 9.23 | -101 | -107 | 456
5_1_grt | 10.0 | 12.5 | 0 | 290
4_1_cts | 9.89 | 61.3 | 0 | 275
3_5_place_dp | 9.23 | -129 | -153 | 462
## kinds of logic (layout without fill, tap and decap cells)
| group | Yosys count | after routing | synth area share, % |
|---|---|---|---|
| flops | 4 | 4 | 47.6 |
| simple gates | 5 | 5 | 14.3 |
| xor+xnor | 4 | 4 | 16.7 |
| mux | 1 | 1 | 4.76 |
| buf+inv | 4 | 11 | 14.3 |
| compound gates | 1 | 1 | 2.38 |
## cells in the final DEF (no fill, tap or decap)
| cell | synthesis | routed |
|---|---|---|
| sky130_fd_sc_hd__nand2_1 | 1 | 1 |
| sky130_fd_sc_hd__xnor2_1 | 2 | 2 |
| sky130_fd_sc_hd__dfrtp_1 | 4 | 4 |
| sky130_fd_sc_hd__clkbuf_4 | 0 | 3 |
| sky130_fd_sc_hd__nor2_1 | 1 | 1 |
| sky130_fd_sc_hd__nor3b_1 | 1 | 1 |
| sky130_fd_sc_hd__or4b_4 | 0 | 1 |
| sky130_fd_sc_hd__buf_4 | 4 | 1 |
| sky130_fd_sc_hd__mux2i_1 | 1 | 1 |
| sky130_fd_sc_hd__nand3_1 | 1 | 1 |
| sky130_fd_sc_hd__xor2_1 | 2 | 2 |
| sky130_fd_sc_hd__clkdlybuf4s50_1 | 0 | 7 |
| sky130_fd_sc_hd__a21oi_1 | 1 | 1 |
No activity file was given, so power comes from the tool's default toggle rates.
